==> flow/constraint.sdc <==
current_design sipo

set clk_period 1.0
set clk_io_pct 0.2

create_clock -name clk0 -period $clk_period [get_ports {clk}]

set non_clock_inputs [all_inputs -no_clocks]
set_input_delay [expr $clk_period * $clk_io_pct] -clock clk0 $non_clock_inputs
set_output_delay [expr $clk_period * $clk_io_pct] -clock clk0 [all_outputs]
==> flow/config.mk <==
export PLATFORM = sky130hd
export DESIGN_NAME = sipo
export DESIGN_NICKNAME = sipo
export VERILOG_FILES = /design/flow/design.v
export SDC_FILE = /design/flow/constraint.sdc
export NUM_CORES = 4
export LEC_CHECK = 1
export CORE_AREA = 10 10 70 70
export DIE_AREA = 0 0 80 80
==> flow/run.sh <==
#!/bin/bash
# OpenROAD 26Q1-2900-gdf79404cd8, Yosys 0.63+post, stock flow scripts
make -C /OpenROAD-flow-scripts/flow DESIGN_CONFIG=/design/flow/config.mk WORK_HOME=/design/flow/orfs finish
==> flow/design.v <==
module sipo (
    input wire clk,        
    input wire rst,       
    input wire serial_in,  
    output reg [7:0] par_out 
);
    reg [7:0] shift_reg;   
    always @(posedge clk or posedge rst) begin
        if (rst) begin
            shift_reg <= 8'b0;     
            par_out <= 8'b0;      
        end else begin
            shift_reg <= {shift_reg[6:0], serial_in};
            par_out <= shift_reg; 
        end
    end
endmodule
module sipo_1 (
    input wire clk,        
    input wire rst,       
    input wire serial_in,  
    output reg par_out 
);
    reg  shift_reg;   
    always @(posedge clk or posedge rst) begin
        if (rst) begin
            shift_reg <= 0;     
            par_out <= 0;      
        end else begin
            shift_reg <= serial_in;
            par_out <= shift_reg; 
        end
    end
endmodule
==> ci_impl_report.md <==
### Flow metrics

| Metric | Value |
|---|---|
| Run status | `completed` |
| Post-Syn Instances | `17` |
| Via/cell ratio | `1.918` |
| Max-slew violation count | `0` |
| Pin count of the biggest net entering global routing | `10` |
| CP top delay family | `flip-flops` |
| Post-CTS Hold Buffers | `0` |
| Sum of met3 wire segment lengths after detailed routing | `141 µm` |
| Die W | `80 µm` |
| Final routed wirelength across all metal layers | `494 µm` |
| Endpoints failing hold | `0` |
| Worst slack on hold paths | `218.4 ps` |
| Pre-CTS setup slack | `-28.92 ps` |
| Comb gate area | `0 µm²` |
| Switching Power | `125.3 µW` |
| Post-detailed-placement half-perimeter wirelength | `402.6 µm` |
| Port Buffers | `10` |
| Maximum count of clock buffers along a single path | `2` |
| Sw Ratio | `18.29%` |
| Final setup skew | `1.952 ps` |
| Unrepaired setup endpoints after global routing | `yes` |
| Wire length on met2 | `117 µm` |
| Startpoint types | `register` |
| Power share of the clock group | `37.6%` |
| Slew @ Worst Pin | `338.7 ps` |
| Slowest cell on crit path | `dfrtp_1` |
| Router iterations before antenna repair | `2` |
| Kind of path behind the tightest hold check | `input pin to async pin` |
| Clock sink count | `9` |
| Critical Path, Cell by Cell | `buf_2` |
| Residual antenna-violating net count after detailed routing | `0` |
| Area leader share | `80.00%` |
| Tally of yosys warning messages | `1` |
| Multi-input combinational gate total | `0` |
| Leak Pwr | `0.1793 nW` |
| CTS H-tree depth | `1` |
| Share of power burned in registers | `57.0%` |
| Final worst path period share | `95.51%` |
| Gpl congestion | `0.7079` |
| Prevailing logic family in the synthesized netlist | `buffers and inverters` |
| Global-route total usage across every layer | `1.769%` |
| Worst setup slack after layout | `44.91 ps` |
| Final-layout setup total negative slack | `0 ps` |
| Met1 Routed Length | `235 µm` |
| Number of antenna diodes | `0` |
| Pwr/cell area | `1732 nW/µm²` |
| DRC Markers | `0` |
| Part of the power in combinational logic | `5.4%` |
| Path type of the worst setup path | `register to output port` |
| CP Buf/Inv Count | `1` |
| Most frequently placed logic cells in the final layout | `9 x dfrtp_1, 6 x buf_2, 3 x clkbuf_4, 3 x buf_4` |
| Arrival time reported for the critical path endpoint | `760 ps` |
| Total Die Area | `6400 µm²` |
| Most common library cell in the layout ignoring fill and taps | `dfrtp_1` |
| Total via count after detailed routing | `140` |
| Starting density of the core | `8.242%` |
| Grt total ovfl | `0` |
| Compound-Gate Fraction of Synth Area | `0%` |
| Area overhead of the layout relative to synthesis | `40.44%` |
| Relative slew slack | `77.40%` |
| Clock tree from TritonCTS | `yes` |
| Core box area | `3416 µm²` |
| Number of buffers created by CTS | `3` |
| Root cell of the clock tree | `clkbuf_4` |
| Vertical die dimension | `80 µm` |
| Clk pin slew, worst setup/hold paths | `50 ps` |
| Area of the mapped netlist | `281.5 µm²` |
| MUX area fraction | `0%` |
| Average footprint of a synthesized cell | `16.56 µm²` |
| Library cell occupying the most area in the post-synthesis netlist | `dfrtp_1` |
| Required time of the critical path | `800 ps` |
| Share of the yosys chip area belonging to registers | `80.00%` |
| Fraction of layout cells with a size suffix above 1 | `51.85%` |
| Fmax | `1047 MHz` |
| Endpoint kind of the worst setup timing path | `output port` |
| Clock latency (worst-skew pair) | `250 ps` |
| Total internal power | `559.7 µW` |
| Highest cell delay on the worst timing path | `390 ps` |
| Area used by sequential logic in the layout | `225.2 µm²` |
| Count of maximum capacitance violations | `0` |
| Highest metal layer with signal wires | `met3` |
| Global-route wire length before repair | `814 µm` |
| Antenna violations before repair | `0` |
| Final min period | `955.1 ps` |
| Area after DPL | `386.6 µm²` |
| Max rail drop VDD | `0.0007679 V` |
| Flip-flop count of the largest register, all copies and words added | `7` |
| Number of rows created at floorplan | `21` |
| Number of cells in Yosys stat | `17` |
| Area contributors post-synth | `dfrtp_1 80%, buf_4 19%, inv_1 1.3%` |
| Arithmetic-cell share of the synthesized area counting full adders, half adders and majority gates | `0%` |
| FILL cells | `394` |
| DR iter-0 viols | `4` |
| Total setup violations reported at the end of the flow | `0` |
| Count of unique library cells instantiated by Yosys | `3` |
| XORs/XNORs by Area | `0%` |
| Simple share | `0%` |
| Chip area estimate from yosys synthesis | `281.5 µm²` |
| OpenROAD warnings | `26` |
| Seq cells post-synth | `9` |
| Vias in the first global route | `171` |
| Post-route cell area | `395.4 µm²` |
| Crit Path Max Fanout | `2` |
| Final Util | `11.58%` |
| Num ports | `11` |
| Wire length per cell after detailed routing | `6.767 µm` |
-- layout make-up --
type | count | area share (%)
clock buffer | 4 | 6.646
timing repair buffer | 13 | 20.89
sequential | 9 | 56.96
tap | 46 | 14.56
inverter | 1 | 0.9494
-- cells by family (layout without fill, tap and decap cells) --
group,count (synthesis),count (layout)
buf+inv,8,18
flops,9,9
-- per-stage QoR --
step,instances,power (mW)
floorplan,17,0.4165
global placement,66,0.4420
detailed placement,66,0.4435
CTS,73,0.7037
global route,73,0.7523
finish,73,0.6850
-- timing repair --
| item | in CTS | in global routing |
|---|---|---|
| pin swaps | 0 | 0 |
| resized | 22 | 2 |
| endpoints found under the setup margin | 8 | 4 |
| buffers inserted | 3 | 0 |
-- path summary, 6_finish.rpt --
| kind | start | end | slack (ps) | cells past startpoint |
|---|---|---|---|---|
| setup / recovery | shift_reg[3]$_DFF_PP0_ | par_out[2] | 40 | 1 |
| hold / removal | rst | shift_reg[2]$_DFF_PP0_ | 220 | 2 |
| setup reg to reg | shift_reg[6]$_DFF_PP0_ | par_out[6]$_DFF_PP0_ | 400 | 1 |
| max in group asynchronous | rst | shift_reg[4]$_DFF_PP0_ | 530 | 2 |
| min in group clk0 | shift_reg[0]$_DFF_PP0_ | shift_reg[1]$_DFF_PP0_ | 350 | 0 |
| hold reg to reg | shift_reg[0]$_DFF_PP0_ | shift_reg[1]$_DFF_PP0_ | 350 | 0 |
-- power by group through the flow --
| stage | logic, mW | registers (mW) | clock network, mW |
|---|---|---|---|
| 6_report | 0.0367 | 0.391 | 0.257 |
| 5_1_grt | 0.0427 | 0.392 | 0.317 |
| 4_1_cts | 0.0408 | 0.391 | 0.272 |
-- per-layer routing --
layer / global-route usage (%) / vias up
met5: 0 / -
met4: 0 / 0
met3: 2.955 / 0
met2: 1.445 / 13
met1: 2.161 / 64
li1: - / 63
-- cell usage after synthesis --
| cell type | instances |
|---|---|
| dfrtp_1 | 9 |
| buf_4 | 7 |
| inv_1 | 1 |
Power and IR drop assume default switching activity.
