File: design/flow/run.sh
#!/bin/bash
# OpenROAD 26Q1-2900-gdf79404cd8, Yosys 0.63+post, stock flow scripts
make -C /OpenROAD-flow-scripts/flow DESIGN_CONFIG=/design/flow/config.mk WORK_HOME=/design/flow/orfs finish
File: design/flow/config.mk
export PLATFORM = sky130hd
export DESIGN_NAME = siso
export DESIGN_NICKNAME = siso
export VERILOG_FILES = /design/flow/design.v
export SDC_FILE = /design/flow/constraint.sdc
export NUM_CORES = 4
export LEC_CHECK = 1
export CORE_AREA = 10 10 70 70
export DIE_AREA = 0 0 80 80
File: design/flow/constraint.sdc
current_design siso

set clk_period 1.0
set clk_io_pct 0.2

create_clock -name clk0 -period $clk_period [get_ports {clk}]

set non_clock_inputs [all_inputs -no_clocks]
set_input_delay [expr $clk_period * $clk_io_pct] -clock clk0 $non_clock_inputs
set_output_delay [expr $clk_period * $clk_io_pct] -clock clk0 [all_outputs]
File: design/flow/design.v
module siso (
    input wire clk,        
    input wire rst,        
    input wire serial_in,  
    output reg serial_out  
);
    reg [7:0] shift_reg;  
    always @(posedge clk or posedge rst) begin
        if (rst) begin
            shift_reg <= 8'b0;    
            serial_out <= 1'b0;    
        end else begin
            serial_out <= shift_reg[7]; 
            shift_reg <= {shift_reg[6:0], serial_in}; 
        end
    end
endmodule
module siso_1 (
    input wire clk,        
    input wire rst,        
    input wire serial_in,  
    output reg serial_out  
);
    reg  shift_reg;  
    always @(posedge clk or posedge rst) begin
        if (rst) begin
            shift_reg <= 0;    
            serial_out <= 0;    
        end else begin
            serial_out <= shift_reg; 
            shift_reg <= serial_in; 
        end
    end
endmodule
==> qor.yml <==
crit_chain: "clkbuf_2"
root_buffer: "clkbuf_4"
antenna_found_initial: 0
powerDensity_nw_per_um2: 1980
period_used_pct: 89.7
grt_pass1_vias: 96
critPathKind: "register to output pin"
drive_above_1_share_pct: 23.5
fp_util_pct: 6.70
finalHoldWorstSlack_ns: 0.198
max-cap-violations: 0
power.leakage_nw: 0.137
postRouteWirelength_um: 276
internal-power_mw: 0.544
slowest_delay_ns: 0.35
hp-class: "input pin to async pin"
netSwitchingFraction_pct: 18.8
clk_pin_slew_ns: 0.06
die_area_um2: 6400
ir_drop_mv: 0.792
hold_buffers: 0
yosysWarnings: 1
dr.pass1.iters: 2
ios: 4
numCtsBuffers: 3
setup-violations-final: 0
seqPwrFrac_pct: 57.7
final_util_pct: 9.89
synthCells: 10
insertion_delay_ns: 0.25
core_um2: 3420
skew_ns: 0.00341
tns_ns: 0
synth_seq_share_pct: 98.4
period_needed_ns: 0.897
cts_tree: "yes"
clkPwrFrac_pct: 39.9
ys_area_um2: 229
grt_max_degree: 10
r2r_slack_ns: 0.53
cp_data_arrival_time_ns: 0.70
fp-row-count: 21
relSlewSlack_pct: 78.5
portBuffers: 3
timing.final.hold_violations: 0
combPwrFrac_pct: 2.4
comb_cells: 0
clkSinkCount: 9
syn_area_um2: 229
p_total_mw: 0.669
gr-total-overflow: 0
area_delta_synth_final_pct: 47.5
reg2reg_from: "shift_reg[3]"
drtAntennaViolNets: 0
vias: 95
cts-htree-levels: 1
r2r_cells: 0
crit_fanout: 1
cts_buffer_depth: 2
via_per_inst: 1.51
start_kind: "register"
path_delay_family: "flip-flops"
largest_reg_flops: 8
comb_area_um2: 0
ys_seq_elements: 9
synth.distinct_cells: 2
ys_cells: 10
wire_per_inst_um: 4.38
fmax_mhz: 1110
die_w_um: 80
crit_buf_inv: 1
antenna_cells: 0
run_status: "complete, no violations"
grt_usage_pct: 1.03
drv_slew: 0
switching_power_mw: 0.126
gp_congestion: 0.582
avgSynthCellArea_um2: 22.9
post_cts_buffers: 0
worst_pin_slew_ns: 0.322
rsz0062_at_grt: "no"
cp_slowest_cell: "dfrtp_1"
required_ns: 0.80
drc: 0
grt_pass1_wl_um: 469
worstReg2RegEnd: "shift_reg[4]"
fp.dieH_um: 80
drt-initial-drc-count: 3
warnings: 25
crit_path_end_kind: "output pin"
cells in the mapped netlist:
master | instances | area, µm²
inv_1 | 1 | 3.75
dfrtp_1 | 9 | 225
stage by stage:
stage / instances / area (µm²) / setup slack (ns)
6_report: 63 / 338 / 0.103
5_1_grt: 63 / 338 / 0.0594
4_1_cts: 63 / 343 / 0.00737
3_5_place_dp: 59 / 317 / 0.0413
3_3_place_gp: 59 / 317 / 0.0372
2_1_floorplan: 10 / 229 / 0.488
kinds of logic (layout without fill, tap and decap cells):
group / Yosys count / count (layout) / synth area share (%)
flops: 9 / 9 / 98.4
buf+inv: 1 / 8 / 1.64
how the worst max path moves through the flow:
stage | depth (start not counted) | start | to | slack, ns
final | 1 | serial_out | serial_out | 0.10
after CTS | 1 | serial_out | serial_out | 0.007
after global routing | 1 | serial_out | serial_out | 0.06
cells in the final DEF, fill, tap and decap left out:
cell | Yosys | final
clkbuf_1 | 0 | 1
dfrtp_1 | 9 | 9
clkdlybuf4s50_1 | 0 | 2
clkbuf_2 | 0 | 1
clkbuf_4 | 0 | 3
inv_1 | 1 | 1
metal layers:
metal / vias up / wire [µm] / track usage, %
met4: 0 / 6 / 0.352
met3: 2 / 89 / 2.05
met5: - / 0 / 0
met1: 44 / 129 / 1.22
li1: 42 / - / -
met2: 7 / 51 / 0.482
power groups by stage:
stage	combinational [mW]	clock [mW]	sequential [mW]
after CTS	0.0177	0.284	0.387
after global routing	0.0180	0.313	0.388
final	0.0158	0.267	0.387
layout make-up:
cell class | instances | area (µm²)
Inverter | 1 | 3.75
Clock buffer | 4 | 26.3
Sequential cell | 9 | 225
Fill cell | 396 | 3080
Tap cell | 46 | 57.6
Timing Repair Buffer | 3 | 25.0
what timing repair did:
item / 4_1_cts / 5_1_grt
gates resized: 2 / 1
cloned: 0 / 0
setup endpoints to repair: 1 / 1
Power and IR drop assume default switching activity.
