==> ./design.v <==
`timescale 1ns / 1ps
module lagger (
    input [31:0] in,
    output reg [31:0] out,
    input clk
);
    reg switch;
    initial begin
        switch = 0;
    end
    always @(posedge clk) begin
        if (switch == 0) begin
            switch = 1;
            out = 0;
        end 
        else begin
                out = in;
        end
    end
endmodule
==> ./run.sh <==
#!/bin/bash
# OpenROAD 26Q1-2900-gdf79404cd8, Yosys 0.63+post, stock flow scripts
make -C /OpenROAD-flow-scripts/flow DESIGN_CONFIG=/design/flow/config.mk WORK_HOME=/design/flow/orfs finish
==> ./config.mk <==
export PLATFORM = sky130hd
export DESIGN_NAME = lagger
export DESIGN_NICKNAME = lagger
export VERILOG_FILES = /design/flow/design.v
export SDC_FILE = /design/flow/constraint.sdc
export NUM_CORES = 4
export LEC_CHECK = 1
export CORE_AREA = 10 10 82 82
export DIE_AREA = 0 0 92 92
==> ./constraint.sdc <==
current_design lagger

set clk_period 1.7
set clk_io_pct 0.2

create_clock -name clk0 -period $clk_period [get_ports {clk}]

set non_clock_inputs [all_inputs -no_clocks]
set_input_delay [expr $clk_period * $clk_io_pct] -clock clk0 $non_clock_inputs
set_output_delay [expr $clk_period * $clk_io_pct] -clock clk0 [all_outputs]
==> flow_summary.json <==
{
  "power.density_nw_per_um2": 913.1,
  "log.warning_count": 25,
  "grt_usage_pct": 5.797,
  "dr.first_iter.drc_count": 5,
  "clock.fmax_mhz": 718.7,
  "fa_ha_area_share_pct": 0,
  "rrSetupSlack_ps": 710,
  "clk_pin_slew_ps": 60,
  "clock-sinks": 33,
  "period_used_pct": 81.85,
  "cts_buffers": 5,
  "lay_top_count": "clkdlybuf4s50_1",
  "syn-instance-count": 69,
  "die_area_um2": 8464,
  "slowest_delay_ps": 480,
  "xor_area_share_pct": 0,
  "worstPathArrival_ps": 1050,
  "syn_area_um2": 919.6,
  "cts_root_buffer": "clkbuf_8",
  "first_global_vias": 693,
  "insertedDiodeCount": 0,
  "grt_pass1_wl_um": 3843,
  "avgSynthCellArea_um2": 13.33,
  "grt_max_degree": 22,
  "synth_flops": 33,
  "ys_seq_share_pct": 71.84,
  "cp-start-kind": "flip-flop",
  "r2r-end": "out[28]",
  "p_leak_uw": 0.0006774,
  "grt_setup_unrepaired": "no",
  "num_rows": 26,
  "hold_viol_final": 0,
  "aoi_share_pct": 0,
  "ir_drop_mv": 0.2323,
  "path_class": "flip-flop to primary output",
  "drt-wirelength-per-cell_um": 11.99,
  "via_per_inst": 3.115,
  "ys_area_um2": 919.6,
  "hp-start": "switch",
  "drv_cap": 0,
  "syn2layout_area_growth_pct": 87.76,
  "whs_endpoint": "out[17]",
  "core_area_um2": 5075,
  "post-dp-hpwl_um": 1977,
  "cts_setup_buffers": 0,
  "whs_path_depth": 1,
  "worstPathCellList": "clkdlybuf4s50_1",
  "run_status": "finished, final reports clean",
  "fillers": 506,
  "clockBufferDepth": 2,
  "endpoint_kind": "primary output",
  "post_cts_resized": 0,
  "yosys_cells": 69,
  "drcViolationCount": 0,
  "ant_nets": 0,
  "floorplan.core_util_pct": 18.12,
  "place_congestion": 0.6691,
  "slew_violations": 0,
  "firstDrtPassIters": 2,
  "reg2reg_depth": 2,
  "antenna_found_initial": 0,
  "wirelength_um": 2493,
  "mux_share_pct": 0,
  "pin_count": 65,
  "crit_family": "buffers and inverters",
  "ys_warn_count": 1,
  "finClkSkew_ps": 3.230,
  "drive_above_1_share_pct": 28.26,
  "cts_hold_buf": 0,
  "fin_setup_tns_ps": 0,
  "synth.distinct_cells": 4,
  "crit_path_top_delay_cell": "clkdlybuf4s50_1",
  "final_cell_mix": "64 x clkdlybuf4s50_1, 33 x dfxtp_1, 32 x and2_2",
  "htreeDepth": 2,
  "hp-class": "flip-flop to flip-flop",
  "path_buffers": 1,
  "finalSetupViolCount": 0,
  "grt.overflow.total": 0,
  "insertion_delay_ps": 270,
  "die_w_um": 92,
  "simple_gate_area_share_pct": 26.12,
  "port_buffers": 64,
  "die_h_um": 92,
  "crit_path_max_fanout": 1,
  "worstPathRequired_ps": 1360,
  "p_total_uw": 1577,
  "top_logic_kind": "simple AND/OR/NAND/NOR gates",
  "tritoncts": "built",
  "vias": 648,
  "r2r_start": "switch",
  "post-route-min-period_ps": 1391,
  "fin_util_pct": 34.02
}
power by group:
part           switching, uW  internal [uW]
sequential              11.6            815
clock                    248            321
combinational           28.2            153
total                    288           1290
registers in the layout, indices dropped and copies added, names as in the netlist:
register / count
out: 32
switch: 1
cell type report:
cell class / count / area, um^2 / area share (%)
Tap cell: 70 / 87.58 / 5.072
Sequential cell: 33 / 660.6 / 38.26
Timing Repair Buffer: 65 / 648.1 / 37.54
Multi-Input combinational cell: 33 / 244.0 / 14.13
Clock buffer: 7 / 86.33 / 5.000
per-layer routing:
layer  global-route usage (%)  share of wire (%)
met1                    7.438                 45
met2                    7.588                 37
met3                    4.695                 17
met4                   0.7712                1.6
met5                        0                  0
how the worst max path moves through the flow:
| stage | start | end | depth (start not counted) |
|---|---|---|---|
| CTS | out[20] | out[20] | 1 |
| global route | out[22] | out[22] | 1 |
| finish | out[14] | out[14] | 1 |
worst reg2reg max path, delay by kind of cell (launching register included):
kind | cells | cell delay [ps]
buf+inv | 1 | 280
flops | 1 | 500
simple gates | 1 | 170
metrics by stage:
stage	hold WS, ps	worst slack (ps)	cells	instance area (um^2)
floorplan	476.2	981.4	69	919.6
finish	650.1	308.6	208	1727
CTS	646.5	278.0	208	1727
global route	655.2	241.6	208	1727
detailed placement	655.7	589.0	201	1640
global placement	626.5	581.4	201	1640
cell families (layout without fill, tap and decap cells):
logic type | after synthesis | count (layout)
buffers and inverters | 3 | 72
other | 1 | 1
AND/OR/NAND/NOR | 32 | 32
flip-flops | 33 | 33
synthesized netlist by cell type:
| library cell | count | area [um^2] |
|---|---|---|
| dfxtp_1 | 33 | 660.6 |
| and2_2 | 32 | 240.2 |
| clkbuf_2 | 3 | 15.01 |
| conb_1 | 1 | 3.750 |
Power is estimated from default activity; no workload was simulated.
